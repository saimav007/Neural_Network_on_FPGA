--- flow/config.mk ---
export PLATFORM = sky130hd
export DESIGN_NAME = test_mac
export DESIGN_NICKNAME = test_mac
export VERILOG_FILES = /design/flow/design.v
export SDC_FILE = /design/flow/constraint.sdc
export NUM_CORES = 4
export LEC_CHECK = 1
export CORE_UTILIZATION = 30
--- flow/constraint.sdc ---
current_design test_mac

set clk_period 6.6
set clk_io_pct 0.2

create_clock -name clk0 -period $clk_period [get_ports {clk}]

set non_clock_inputs [all_inputs -no_clocks]
set_input_delay [expr $clk_period * $clk_io_pct] -clock clk0 $non_clock_inputs
set_output_delay [expr $clk_period * $clk_io_pct] -clock clk0 [all_outputs]
--- flow/design.v ---
`timescale 1ns / 1ps
module test_mac #(
    parameter DATA_WIDTH = 8,
    parameter ACC_WIDTH = 18
) (
    input wire clk,           
    input wire rst,           
    input wire en,            
    input wire [DATA_WIDTH-1:0] a,       
    input wire [DATA_WIDTH-1:0] b,       
    output reg [ACC_WIDTH-1:0] result  
);
    reg [7:0] product;
initial begin 
product=0;
result=0;
end
   always @(*)begin
   if(rst)begin 
   product<=0;
   end
   else begin
   product = a * b;
        if (product > 8'd255) begin
            product = 8'd255;
        end
    end
    end
    always @(posedge clk ) begin
        if (rst) begin
            result <= 0;
        end else if (en) begin
            result <= result + product;
        end
    end
endmodule
--- flow/run.sh ---
#!/bin/bash
# OpenROAD 26Q1-2900-gdf79404cd8, Yosys 0.63+post, stock flow scripts
make -C /OpenROAD-flow-scripts/flow DESIGN_CONFIG=/design/flow/config.mk WORK_HOME=/design/flow/orfs finish
==> commit_impl_results.txt <==
Refresh implementation metrics

* Internal power of the cells: between 0.0003 and 0.0004 W
* Category of the worst setup path launch point: input pin
* Mean instance size in the synthesized netlist: between 8 and 9 µm²
- After synthesis, the design contains around 240 cells according to Yosys.
* Routed wire length per instance: 11.0 µm
- The data required time reported for the critical path is around 6.8 ns.
- By instance count after routing, the leading logic cell type is sky130_fd_sc_hd__clkdlybuf4s50_1.
- The registers of the reported paths see a clock transition of about 0.070 ns.
* Max rail drop VDD: about 0.00014 V
- Of the available clock period, the critical path in the final layout requires 0.913.
* Capture instance of the worst register-to-register path: result[16]
- For this block, the initial DRC count from the detailed router was between 50 and 60.
* Overall routing resource usage: 0.117
* Gp weighted congestion: about 0.95
- Pin count of the biggest net entering global routing: 25
* Registers with the most flip-flops: result: 18 flops
* CTS tree: done
- Worst-case register-to-register setup slack: 4.36 ns
* Headroom to the max-slew limit: 0.591
- Timing-limited maximum frequency: 0.166 GHz
- The number of antenna violations at the first check in global routing came to 0.
- The run finished with clean final reports.
- STA lists the startpoint of the worst register-to-register path as result[0].
- The stat command in Yosys gives a chip area of 1990 µm².
- Per the synthesis report, the number of distinct cell types is 35.
* Portion of total power attributed to sequential cells: 0.260
* Most numerous logic cells after layout: sky130_fd_sc_hd__clkdlybuf4s50_1, sky130_fd_sc_hd__inv_1, sky130_fd_sc_hd__ha_1, sky130_fd_sc_hd__and2_1, sky130_fd_sc_hd__nand2_1
* Die footprint: about 7000 µm²
- The floorplan step records an initial core utilization of 0.312.
* Multiplexer share: 0.0201
- Clk Latency, worst-skew pair: 0.25 ns
- Per the CTS log, the buffer count on the longest clock path is 2.
- Post-layout total power: about 0.0005 W
- Core area: ~6400 µm²
* Die Y-Extent: ~84 µm
- The synthesized netlist occupies a cell area of about 2000 µm².
- Crit Path Class: in -> reg
* Post-Synth XOR/XNOR Area: 0.0922
* Post-route DRC violation count: 0
- The number of clock buffers added by TritonCTS is 3.
* Vias: 1655
* Hold Violations, Final: 0
* Buffers inserted during post-CTS setup optimization: 0
* # diodes: 0
- Looking at the clock tree report, the H-tree level count equals 1.
- Accumulated negative setup slack: 0 ns
- Top logic family: adder cells
- Synthesis produced 242 cells.
* Area growth from synthesis to final layout: 25.8%
- STA shows the worst min-delay path finishing at result[16].
- Detailed placement finished with a half-perimeter wire length of about 3300 µm.
- Warning total across the stage logs: 25
* Die span in x: approximately 84 µm
- Final-report max-slew violation count: 0
- Fraction of power consumed by combinational cells: 0.556
* Largest register FFs: 18
* Worst R2R Path Depth: 9
* Adder Area Share: 0.281
- Wire length of the first global-routing pass: about 6700 µm
- Number of synthesized register bits: 18
- Clock tree root driver cell: sky130_fd_sc_hd__clkbuf_8
- Crit. End Element: flip-flop
- In this run the maximum-capacitance check reported violations numbering 0.
- According to the I/O placement log, the pin count is 37.
- The startpoint identified for the worst hold timing path is result[16].
* Cell depth of the worst hold path: 2
- Time the final worst path needs with I/O delays and setup: between 6 and 7 ns
* Mean number of vias per cell: between 4 and 5
* Sum of overflow across all layers after global routing: 0
* Warning count from the yosys run: 1
* Setup Skew: approximately 0.004 ns
- Actual transition at the worst max-transition pin: about 0.61 ns
- In this run the core area contains 29 standard-cell rows.
* Seq share, synth: 0.181
* Remaining number of nets flagged by the antenna check after routing: 0
- For the worst setup path, the data arrival time is 6.21 ns.
* Clk pwr share: 0.184
* Num Clock Sinks: 18
- Power spread over the standard cell area amounts to 194 nW/µm².
- In the final layout, the fill cell count is approximately 650.
* P_leak: between 1 and 1.5 nW
- Register with the highest flop count: result
* Number of buffers inserted for hold repair after clock tree synthesis: 0
- In this run, the synthesized area fraction spent on AND-OR/OR-AND gates is recorded as 0.132.
- Note that the worst hold path type here is reg -> reg.
- Sum of routed wire length over all layers: approximately 4000 µm
- Critical path fanouts, max: 10
- Of the total power, the share spent switching nets is 0.376.
- For this design the total switching power over the nets is roughly 0.00018 W.
- During placement, the flow inserted port buffers numbering 36.
- Setup repair after global routing left no endpoint under its margin.
- The via count of the first global-routing pass came to 1464.
- Fraction of final layout cells sized beyond drive strength 1: 0.0391
- The final timing report counts setup violations totalling 0.
* Synthesized-area fraction occupied by and/or/nand/nor cells: 0.230
- Count of instances resized after the clock tree is built: 0
- The pre-antenna-repair detailed-routing pass consisted of 5 iterations.
==> through the flow <==
step	instance area, µm²	setup WS (ns)	hold WS (ns)	cells	util
floorplan	1990	1.03	0.452	242	-
global placement	2450	0.326	0.481	354	0.384
detailed placement	2450	0.271	0.493	354	0.384
CTS	2510	0.538	0.503	358	0.393
global route	2510	0.332	0.527	358	0.393
finish	2510	0.572	0.504	358	0.393
==> area by class of cell <==
type                    count  area [µm²]  area share
well taps                  77        96.3      0.0384
flip-flops and latches     18         360       0.144
inverters                  31         116      0.0464
clock buffers               4        55.1      0.0219
multi-input cells         190        1510       0.600
repair buffers             38         375       0.150
==> worst max-delay path by stage <==
stage                        end  cells past startpoint  slack (ns)  start
after global routing  result[14]                     20        0.33   a[1]
after CTS             result[16]                     20        0.54   a[1]
final                 result[16]                     20        0.57   a[1]
==> worst max-delay path, stage by stage <==
cell and delay [ns]:
sky130_fd_sc_hd__clkdlybuf4s50_1 0.49, sky130_fd_sc_hd__and2_1 0.23, sky130_fd_sc_hd__fa_1 0.42, sky130_fd_sc_hd__fa_1 0.49, sky130_fd_sc_hd__ha_1 0.29, sky130_fd_sc_hd__inv_1 0.05, sky130_fd_sc_hd__fa_1 0.53, sky130_fd_sc_hd__inv_1 0.04
sky130_fd_sc_hd__ha_1 0.32, sky130_fd_sc_hd__a21o_1 0.17, sky130_fd_sc_hd__a21oi_1 0.16, sky130_fd_sc_hd__xnor2_1 0.15, sky130_fd_sc_hd__xnor2_1 0.14, sky130_fd_sc_hd__nor2_1 0.06, sky130_fd_sc_hd__ha_1 0.38, sky130_fd_sc_hd__o21ai_0 0.11
sky130_fd_sc_hd__a22oi_1 0.21, sky130_fd_sc_hd__o21ai_2 0.14, sky130_fd_sc_hd__or3_1 0.36, sky130_fd_sc_hd__a21oi_1 0.14
==> synth_stat cells (all sizes together) <==
master | instances | area share
dfxtp | 18 | 0.18
o211ai | 2 | 0.010
a21oi | 14 | 0.035
a211oi | 3 | 0.011
o21ai | 14 | 0.037
inv | 31 | 0.058
clkbuf | 2 | 0.0038
nor3b | 4 | 0.018
and2b | 2 | 0.0075
nor2b | 3 | 0.0094
and3 | 4 | 0.013
buf | 1 | 0.0019
nor3 | 1 | 0.0025
nor2 | 17 | 0.032
xor2 | 6 | 0.026
mux2i | 4 | 0.020
fa | 13 | 0.13
a31oi | 2 | 0.014
ha | 24 | 0.15
or3 | 8 | 0.025
nand2b | 1 | 0.0031
nand3 | 4 | 0.010
nand4 | 1 | 0.0031
and2 | 22 | 0.069
a22oi | 1 | 0.0038
nand2 | 20 | 0.038
a21o | 3 | 0.011
xnor2 | 15 | 0.066
a21boi | 1 | 0.0056
o311ai | 1 | 0.0044
==> per-layer routing <==
| layer | wire (µm) | track usage | vias to the layer above |
|---|---|---|---|
| met2 | 1620 | 0.163 | 39 |
| met4 | 0 | 0.00770 | 0 |
| met5 | 0 | 0 | - |
| li1 | - | - | 882 |
| met3 | 135 | 0.0151 | 0 |
| met1 | 2180 | 0.204 | 734 |
==> power groups by stage <==
stage	Sequential (W)	Combinational, W	Clock, W
CTS	0.000127	0.000275	0.0000922
global route	0.000128	0.000307	0.0000965
finish	0.000127	0.000271	0.0000895
==> cells by family after synthesis <==
family | Yosys count
compound gates | 41
xor+xnor | 21
fa+ha+maj | 37
buf+inv | 34
flops | 18
mux | 4
simple gates | 87
Power and IR drop assume default switching activity.
