[./run.sh]
#!/bin/bash
# OpenROAD 26Q1-2900-gdf79404cd8, Yosys 0.63+post, stock flow scripts
make -C /OpenROAD-flow-scripts/flow DESIGN_CONFIG=/design/flow/config.mk WORK_HOME=/design/flow/orfs finish
[./design.v]
`timescale 1ns / 1ps
module fsm(input clk,reset,start,
 input [9:0]neuron_count,
  input [1:0]layer_count,
  output reg [2:0]state, 
  output reg [1:0]layer, 
  output reg [9:0]neuron, 
  output reg done);
localparam IDLE=3'd0, LOAD=3'd1, COMPUTE=3'd2,NEXT_NEURON=3'd3,DONE=3'd4;
always@(posedge clk or posedge reset)begin
if(reset==1)begin 
layer<=0;
neuron<=0;
done<=0;
end
else begin 
case(state)
IDLE: begin 
if(start) state<=LOAD;
end
LOAD: begin 
state<=COMPUTE;
end
COMPUTE: begin 
state<=NEXT_NEURON;
end
NEXT_NEURON: 
begin 
if(layer==0 && neuron<neuron_count)begin 
neuron<=neuron+1;
state<=LOAD;
end
else if(layer==1 && neuron<neuron_count)begin
neuron<=neuron+1;
state<=LOAD;
end
else if(layer==2 && neuron<neuron_count)begin
neuron<=neuron+1;
state<=LOAD;
end
else if(layer==3 && neuron<neuron_count)begin
neuron<=neuron+1;
state<=LOAD;
end
else begin 
neuron<=10'd0;
if(layer<3)begin
layer<=layer+1; 
end
else begin
done<=1;
end
state<=done?DONE:LOAD;
end
end
DONE: state<=IDLE;
default: begin 
state<=IDLE;
end
endcase
end
end
endmodule
[./config.mk]
export PLATFORM = sky130hd
export DESIGN_NAME = fsm
export DESIGN_NICKNAME = fsm
export VERILOG_FILES = /design/flow/design.v
export SDC_FILE = /design/flow/constraint.sdc
export NUM_CORES = 4
export LEC_CHECK = 1
export CORE_AREA = 10 10 103 103
export DIE_AREA = 0 0 113 113
[./constraint.sdc]
current_design fsm

set clk_period 4.2
set clk_io_pct 0.2

create_clock -name clk0 -period $clk_period [get_ports {clk}]

set non_clock_inputs [all_inputs -no_clocks]
set_input_delay [expr $clk_period * $clk_io_pct] -clock clk0 $non_clock_inputs
set_output_delay [expr $clk_period * $clk_io_pct] -clock clk0 [all_outputs]
==> results_slide.txt <==
Implementation Results

Run status
  • Run status: completed

Clock tree
  • CTS Buf Count: 3
  • CTS Buffer Depth: 2
  • Clock transition at path regs: 70 ps
  • TritonCTS Sinks: 16
  • CTS tree: yes
  • Late-Pin Clk Latency: 250 ps
  • Clock root buffer: clkbuf_8
  • # hold bufs at CTS: 0
  • CTS HTree Levels: 1
  • Post-CTS setup repair buffer count: 0
  • Post-CTS Resized: 0

Worst setup path
  • Setup Crit Path Kind: primary input to flop
  • CP top delay family: AND-OR/OR-AND gates
  • CP Capture Type: flop
  • Critical Path, Cell by Cell: clkdlybuf4s50_1 -> inv_1 -> ha_1 -> nand4_1 -> nor2_1 -> a211oi_4 -> a311oi_1 -> mux2_1
  • Stages on worst setup path: 8
  • Startpoint Class: primary input
  • Critical-path maximum fanout: 6
  • Req. time, crit path: 4330 ps
  • Worst Path Arrival: 2890 ps
  • Slowest stage delay, CP: 470 ps
  • RR Startpoint: neuron[8]
  • Worst r2r path cells: 6
  • Worst Path Buf+Inv: 2
  • Critical R2R Capture: layer[1]
  • Worst setup path end: layer[1]
  • Crit-path slowest cell: a311oi_1
  • Worst Setup SP: neuron_count[8]
  • Reg2Reg Setup Slack: 2080 ps

Synth
  • Post-synth ARST share: 81.3%
  • Dominant register cell: dfrtp_1
  • Synth unique cells: 29
  • Seq share, synth: 38.9%
  • Yosys top cell by area: dfrtp_1
  • Leading post-synthesis cells by cell area: dfrtp_1 (30%), ha_1 (16%), edfxtp_1 (8.4%), inv_1 (4.6%), nor2_1 (4.2%)
  • Area share, top type: 30.5%
  • Average size of a mapped cell: 9.62 sq um
  • Yosys stat chip area: 1070 sq um
  • Flops after synth: 16
  • EDFF count, synth: 3
  • Yosys cell count: 111
  • Post-Synthesis Cells: 111
  • Post-Synthesis Cell Area: 1070 sq um
  • Yosys warns: 1

Hold path
  • Worst min-delay path category: flop to flop

Drt
  • WL/cell: 10.9 um
  • Antenna diodes: 0
  • # DRC: 0
  • Total Wirelength: 2690 um
  • Via density: 3.56
  • 1st-iter DRT viols: 43
  • DR pass1 iterations: 4
  • ANT nets after route: 0
  • Vias: 883

Finish
  • Top Layout Cells: clkdlybuf4s50_1 (28), ha_1 (14), inv_1 (13), dfrtp_1 (13), nor2_1 (12)
  • Area delta synth->final: 42.8%
  • Commonest Layout Cell: clkdlybuf4s50_1
  • Layout Cells excl Fill: 248
  • Core Util, Final: 18.4%
  • Share of layout cells above drive strength 1: 5.59%

Placement
  • Number of port buffers: 28
  • Gp weighted congestion: 0.773
  • Placed cells: 244
  • HPWL after DPL: 2180 um
  • Worst Setup Slack post-DPL: 1160 ps

STA
  • Setup Viol. Count Final: 0
  • Measured slew at the worst slew-check pin: 528 ps
  • Min Clock Period, post-route: 2760 ps
  • Max-slew headroom: 64.7%
  • Setup Skew: 5.11 ps
  • Setup TNS: 0 ps
  • Max Clk Rate: 363 MHz
  • RSZ-0062 raised after global routing: no
  • Cycle use final: 65.7%
  • Endpoints failing hold: 0
  • Final hold slack: 539 ps
  • Fin. max-slew vios: 0
  • Min setup slack post-route: 1440 ps

Global route
  • Total gr overflow: 0
  • First-pass GRT wire length: 4420 um
  • Total GRT Usage: 4.17%
  • Largest net degree at the start of global routing: 14
  • Vias in the first global route: 852
  • Antenna violations before repair: 0

Die
  • Top Ports: 31
  • Die Ht: 113 um
  • Area of the die: 12800 sq um
  • Core ar.: 8300 sq um
  • Die Span X: 113 um
  • Rows: 33
  • Effective utilization at floorplan: 12.9%

Pwr
  • Lkg Pwr: 0.000673 uW
  • VDD IR-drop max: 0.000205 V
  • Pwr/cell area: 386 nW/um^2

Run
  • Total of max-cap violations: 0
  • OpenROAD warning count: 30
## power breakdown
group | total (uW) | internal (uW) | switching (uW)
clock | 119 | 67.1 | 51.6
sequential | 240 | 192 | 47.9
combinational | 230 | 128 | 102
## cell type report
cell class / count / area (sq um)
Multi-Input combinational cell: 82 / 603
Fill cell: 891 / 6780
Timing Repair Buffer: 28 / 280
Inverter: 13 / 48.8
Tap cell: 105 / 131
Sequential cell: 16 / 415
Clock buffer: 4 / 45.0
## cell families after synthesis
logic type,Yosys count,synth area share [%]
AND-OR/OR-AND,14,10.6
XOR/XNOR,9,7.39
adder cells (fa/ha/maj),14,16.4
buffers and inverters,13,4.57
flip-flops,16,38.9
multiplexers,1,1.06
AND/OR/NAND/NOR,44,21.1
## per-layer routing
layer | vias up | wire length, um | global-route usage [%]
li1 | 458 | - | -
met1 | 392 | 1460 | 6.43
met3 | 0 | 229 | 1.71
met2 | 33 | 1000 | 5.49
met4 | 0 | 0 | 0.169
met5 | - | 0 | 0
## synthesized netlist by cell type, drive strengths merged, types with 2 or more instances
cell type,count
a311oi,2
dfrtp,13
o21ai,4
edfxtp,3
and3,3
nor2,12
ha,14
xor2,5
nand2b,2
nand3,6
xnor2,4
a21oi,2
a211oi,2
nor4,2
inv,13
or3,2
nand2,9
nand4,4
## sequential cells by signal, indices dropped and copies added (netlist names)
register / flops
neuron: 10
done: 1
layer: 2
state: 3
## how the worst min path moves through the flow
stage,from,to,slack (ps),cells past startpoint
6_report,done,done,540,1
4_1_cts,done,done,540,1
5_1_grt,done,done,570,1
## stage by stage
step / total power (uW) / cell area (sq um)
final: 589 / 1520
after global routing: 646 / 1520
after CTS: 603 / 1520
after detailed placement: 480 / 1480
after global placement: 477 / 1480
after floorplan: 356 / 1070
Power is estimated from default activity; no workload was simulated.
